[./run.sh]
#!/bin/bash
# OpenROAD 26Q1-2900-gdf79404cd8, Yosys 0.63+post, stock flow scripts
make -C /OpenROAD-flow-scripts/flow DESIGN_CONFIG=/design/flow/config.mk WORK_HOME=/design/flow/orfs finish
[./config.mk]
export PLATFORM = sky130hd
export DESIGN_NAME = keyboard_drive
export DESIGN_NICKNAME = keyboard_drive
export VERILOG_FILES = /design/flow/design.v
export SDC_FILE = /design/flow/constraint.sdc
export NUM_CORES = 4
export LEC_CHECK = 1
export CORE_AREA = 10 10 88 88
export DIE_AREA = 0 0 98 98
[./constraint.sdc]
current_design keyboard_drive

set clk_period 1.0
set clk_io_pct 0.2

create_clock -name clk0 -period $clk_period [get_ports {key_clk}]

set non_clock_inputs [all_inputs -no_clocks]
set_input_delay [expr $clk_period * $clk_io_pct] -clock clk0 $non_clock_inputs
set_output_delay [expr $clk_period * $clk_io_pct] -clock clk0 [all_outputs]
[./design.v]
module keyboard_drive(
	input key_clk,
	input rst,
	input 	 [3:0]row,
	output reg[3:0]col,
	output reg[3:0]keyboard_val,
	output reg key_pressed_flag
);
wire clk;
reg [1:0] cnt;
always@ (posedge key_clk)
	cnt<=cnt+1'b1;
assign clk=cnt[1];
parameter NO_KEY_PRESSED = 6'b000_001;   
parameter SCAN_COL0      = 6'b000_010;   
parameter SCAN_COL1      = 6'b000_100;   
parameter SCAN_COL2      = 6'b001_000;   
parameter SCAN_COL3      = 6'b010_000;   
parameter KEY_PRESSED    = 6'b100_000;   
reg [5:0] current_state,next_state;
always @ (posedge clk, negedge rst)
  if (!rst)
    current_state <= NO_KEY_PRESSED;
  else
    current_state <= next_state;
always @ *
  case (current_state)
    NO_KEY_PRESSED :                     
        if (row != 4'h0)
          next_state = SCAN_COL0;
        else
          next_state = NO_KEY_PRESSED;
    SCAN_COL0 :                          
        if (row != 4'h0)
          next_state = KEY_PRESSED;
        else
          next_state = SCAN_COL1;
    SCAN_COL1 :                          
        if (row != 4'h0)
          next_state = KEY_PRESSED;
        else
          next_state = SCAN_COL2;    
    SCAN_COL2 :                          
        if (row != 4'h0)
          next_state = KEY_PRESSED;
        else
          next_state = SCAN_COL3;
    SCAN_COL3 :                          
        if (row != 4'h0)
          next_state = KEY_PRESSED;
        else
          next_state = NO_KEY_PRESSED;
    KEY_PRESSED :                        
        if (row != 4'h0)
          next_state = KEY_PRESSED;
        else
          next_state = NO_KEY_PRESSED;                      
  endcase
  reg [3:0] col_val,row_val;
  always@(posedge clk or negedge rst)
  begin
		if(!rst)
		begin
			col<=4'hF;
			key_pressed_flag<= 1;
		end
		else 
			case(next_state)
				NO_KEY_PRESSED:
				begin
					col<=4'hF;
					key_pressed_flag<=1;
				end
				SCAN_COL0 :                        
					col <= 4'b0001;
				SCAN_COL1 :                        
					col <= 4'b0010;
				SCAN_COL2 :                        
					col <= 4'b0100;
				SCAN_COL3 :                        
					col <= 4'b1000;
				KEY_PRESSED :                      
				begin
					col_val          = col;         
					row_val          = row;         
					key_pressed_flag = 0;           
					case ({col_val, row_val})
						8'b0001_0001 : keyboard_val <= 4'h1;
						8'b0001_0010 : keyboard_val <= 4'h5;
						8'b0001_0100 : keyboard_val <= 4'h9;
						8'b0001_1000 : keyboard_val <= 4'hC;
						8'b0010_0001 : keyboard_val <= 4'h2;
						8'b0010_0010 : keyboard_val <= 4'h6;
						8'b0010_0100 : keyboard_val <= 4'h0;
						8'b0010_1000 : keyboard_val <= 4'hD;
						8'b0100_0001 : keyboard_val <= 4'h3;
						8'b0100_0010 : keyboard_val <= 4'h7;
						8'b0100_0100 : keyboard_val <= 4'hA;
						8'b0100_1000 : keyboard_val <= 4'hE;
						8'b1000_0001 : keyboard_val <= 4'h4; 
						8'b1000_0010 : keyboard_val <= 4'h8;
						8'b1000_0100 : keyboard_val <= 4'hB;
						8'b1000_1000 : keyboard_val <= 4'hF;        
					endcase
				end
			endcase
	end		
  endmodule
==> results.ini <==
[outcome]
status=complete, no violations

[clock_tree]
root_buffer=clkbuf_8
cts-htree-levels=1
cts_buffers=3
clk_pin_slew_ps=30
clk-insertion-delay-late_ps=210
ctsHoldBuffers=0
postCtsSetupBuffers=0
cts_tree=done
clockBufferDepth=2
cts_resized=0

[synthesis]
synthDistinctLibCells=50
synth_area_per_cell_sq_um=8.974
ys_dominant_reg_cell=dlxtn_1
yosysWarnings=1
netlist_area_sq_um=1355
yosys_area_sq_um=1355
synthCells=151
ys_cells=151
edf_count=4
synth_flops=23
async_flop_share_pct=47.83

[final_timing]
unclocked_regs=21
post-route-period-util_pct=57.13
rsz0062_at_grt=false
setup_viol=0
tns_ps=0
slew_headroom_pct=53.76
finalCriticalPeriod_ps=571.3
hold_viol_final=0
finClkSkew_ps=1.398
whs_ps=381.4
worstMarginPinSlew_ps=692.3
slew_violations=0
fmax_ghz=1.750
untimed_endpoints=34

[placement]
gp_congestion=0.8181
detailed_place_hpwl_mm=2.080
io_buffers=14
placed_area_sq_um=1531

[worst_setup_path]
path_buffers=0
critPathKind=reg2reg
cpPeakStageDelay_ps=300
path_max_fanout=2
crit_required_ps=1090
crit_path_end_kind=register
crit_chain=xor2_1
cp_top_family=flip-flops
crit_arrival_ps=660
cp-start-kind=register
critical-path-slowest-cell=dfxtp_1

[power]
p_leak_nw=0.5697
vdd_drop_max_v=0.0007114
p_per_area_nw_per_um2=327.6

[grt]
antenna_found_initial=0
grt_max_degree=17
grt_pass1_vias=1056
track_usage_pct=6.106
grt_pass1_wl_mm=5.168
globalRoute.totalOverflow=0

[final_layout]
finish.instance_area_sq_um=1573
final_core_util_pct=26.56
drive_gt1_share_pct=10.32
final_cell_mix=nor2_1, clkdlybuf4s50_1, o21ai_0, xor2_1
area_growth_pct=16.07
final_common_cell=nor2_1

[route]
drt-wirelength-per-cell_microns=12.60
routed_via_density=4.791
first_pass_iters=4
drt_wl_total_mm=2.899
drcViolationCount=0
antennaDiodeCount=0
drt_iter0_drc=26
drtAntennaViolNets=0
vias=1102

[worst_hold_path]
hold_class=reg2reg

[run]
max-cap-violations=0
openroad.warnings=25

[die]
rows=28
floorplan.core_util_pct=22.89
core_area_sq_um=5921
die-area_sq_um=9604
die_x_microns=98
die_h_microns=98
io_pins=15

synthesized netlist by cell type (all sizes together), types with 2 or more instances:
library cell   n  area share, %
dfrtp          5            9.2
nor3b          2            1.1
and3           2           0.92
o21a           2            1.1
o21ai         13            4.8
buf            9            3.4
dlxtn          6            6.6
a221oi         2            2.2
xnor2          4            2.6
nand2          2           0.55
inv            6            1.7
nor4b          4            3.0
xor2           8            5.2
a21oi          4            1.5
clkbuf         5            1.4
or3            4            1.8
nand3          4            1.5
nor4           3            1.8
nor2b          4            1.8
o32a           4            3.0
dfstp          6             12
nor3           4            1.5
edfxtp         4            8.9
nand2b         3            1.4
nor2          16            4.4
a31oi          5            2.3
dfxtp          2            3.0
or2            2           0.92
logic make-up after synthesis:
| group | synth area share [%] |
|---|---|
| compound gates | 24.19 |
| xor+xnor | 7.756 |
| buf+inv | 6.463 |
| flops | 32.69 |
| latches | 6.648 |
| simple gates | 22.25 |
stage by stage:
stage | cells | worst slack (ps) | total power, mW
after floorplan | 151 | 292.8 | 0.1637
after global placement | 227 | 434.4 | 0.2037
after detailed placement | 227 | 431.9 | 0.2036
after CTS | 230 | 427.7 | 0.5276
after global routing | 230 | 416.1 | 0.5532
final | 230 | 428.7 | 0.5153
worst paths after layout:
path,from,cells past startpoint,endpoint,slack [ps]
setup / recovery,cnt[0]$_DFF_P_,1,cnt[1]$_DFF_P_,430
hold / removal,cnt[0]$_DFF_P_,1,cnt[0]$_DFF_P_,380
setup reg to reg,cnt[0]$_DFF_P_,1,cnt[1]$_DFF_P_,430
hold reg to reg,cnt[0]$_DFF_P_,1,cnt[0]$_DFF_P_,380
routing by layer:
metal	track usage (%)	share of wire, %	wire, microns
met1	8.983	52	1497
met2	9.594	44	1269
met3	1.138	4.5	131
met4	0.2237	0	0
met5	0	0	0
flip-flops by register name (all words and copies together), names as in the netlist:
name and count:
cnt 2, key_pressed_flag 1, current_state 6, next_state 6, keyboard_val 4, col 4
cell type report:
type	count	area [sq um]
clock buffers	3	41.29
well taps	75	93.84
inverters	6	22.52
repair buffers	15	147.6
fillers	643	4348
flip-flops and latches	23	533.0
multi-input cells	108	734.5
where the power goes:
part | internal, mW | switching, mW
clock network | 0.254 | 0.0593
logic | 0.0491 | 0.0643
registers | 0.0854 | 0.00300
total | 0.389 | 0.127
Power figures rest on the tool's default switching activity, not on a simulated workload.
