File: ./config.mk
export PLATFORM = sky130hd
export DESIGN_NAME = OledInit
export DESIGN_NICKNAME = OledInit
export VERILOG_FILES = /design/flow/design.v
export SDC_FILE = /design/flow/constraint.sdc
export NUM_CORES = 4
export LEC_CHECK = 1
export CORE_UTILIZATION = 30
File: ./constraint.sdc
current_design OledInit

set clk_period 10.8
set clk_io_pct 0.2

create_clock -name clk0 -period $clk_period [get_ports {CLK}]

set non_clock_inputs [all_inputs -no_clocks]
set_input_delay [expr $clk_period * $clk_io_pct] -clock clk0 $non_clock_inputs
set_output_delay [expr $clk_period * $clk_io_pct] -clock clk0 [all_outputs]
File: ./design.v
module Delay(
    CLK,
    RST,
    DELAY_MS,
    DELAY_EN,
    DELAY_FIN
    );
    input CLK;
    input RST;
    input [11:0] DELAY_MS;
    input DELAY_EN;
    output DELAY_FIN;
	wire DELAY_FIN;
	reg [31:0] current_state = "Idle";						 
	reg [16:0] clk_counter = 16'b0000000000000000;		 
	reg [11:0] ms_counter = 12'h000;							 
	assign DELAY_FIN = (current_state == "Done" && DELAY_EN == 1'b1) ? 1'b1 : 1'b0;
	always @(posedge CLK) begin
			if(!RST) begin
					current_state <= "Idle";
			end
			else begin
					case(current_state)
							"Idle" : begin
									if(DELAY_EN == 1'b1) begin
											current_state <= "Hold";
									end
							end
							"Hold" : begin
									if(ms_counter == DELAY_MS) begin
											current_state <= "Done";
									end
							end
							"Done" : begin
									if(DELAY_EN == 1'b0) begin
											current_state <= "Idle";
									end
							end
							default : current_state <= "Idle";
					endcase
			end
	end
	always @(posedge CLK) begin
			if(current_state == "Hold") begin
					if(clk_counter == 16'b0110000110101000) begin		 
							clk_counter <= 16'b0000000000000000;
							ms_counter <= ms_counter + 1'b1;					 
					end
					else begin
							clk_counter <= clk_counter + 1'b1;
					end
			end
			else begin																 
					clk_counter <= 16'b0000000000000000;
					ms_counter <= 12'h000;
			end
	end
endmodule
module OledInit(
    CLK,
    EN,
    RST,
    CS,
    DC,
    FIN,
    RES,
    SCLK,
    SDO,
    VBAT,
    VDD
    );
    input CLK;
    input EN;
    input RST;
    output CS;
    output DC;
    output FIN;
    output RES;
    output SCLK;
    output SDO;
    output VBAT;
    output VDD;
	wire DC, RES, VBAT, VDD, FIN;
	wire CS, SCLK, SDO;
	reg [103:0] current_state = "Idle";
	reg [103:0] after_state = "Idle";
	reg temp_dc = 1'b0;
	reg temp_res = 1'b1;
	reg temp_vbat = 1'b1;
	reg temp_vdd = 1'b1;
	reg temp_fin = 1'b0;
	wire [11:0] temp_delay_ms;
	reg temp_delay_en = 1'b0;
	wire temp_delay_fin;
	reg temp_spi_en = 1'b0;
	reg [7:0] temp_spi_data = 8'h00;
	wire temp_spi_fin;
	SpiCtrl SPI_COMP(
			.CLK(CLK),
			.RST(RST),
			.SPI_EN(temp_spi_en),
			.SPI_DATA(temp_spi_data),
			.CS(CS),
			.SDO(SDO),
			.SCLK(SCLK),
			.SPI_FIN(temp_spi_fin)
	);
	Delay DELAY_COMP(
			.CLK(CLK),
			.RST(RST),
			.DELAY_MS(temp_delay_ms),
			.DELAY_EN(temp_delay_en),
			.DELAY_FIN(temp_delay_fin)
	);
	assign DC = temp_dc;
	assign RES = temp_res;
	assign VBAT = temp_vbat;
	assign VDD = temp_vdd;
	assign FIN = temp_fin;
	assign temp_delay_ms = (after_state == "DispContrast1") ? 12'h064 : 12'h001;
	always @(posedge CLK) begin
			if(!RST) begin
					current_state <= "Idle";
					temp_res <= 1'b0;
			end
			else begin
					temp_res <= 1'b1;
					case(current_state)
							"Idle" : begin
									if(EN == 1'b1) begin
										temp_dc <= 1'b0;
										current_state <= "VddOn";
									end
							end
							"VddOn" : begin
								temp_vdd <= 1'b0;
								current_state <= "Wait1";
							end
							"Wait1" : begin
								after_state <= "DispOff";
								current_state <= "Transition3";
							end
							"DispOff" : begin
								temp_spi_data <= 8'hAE;  
								after_state <= "ResetOn";
								current_state <= "Transition1";
							end
							"ResetOn" : begin
								temp_res <= 1'b0;
								current_state <= "Wait2";
							end
							"Wait2" : begin
								after_state <= "ResetOff";
								current_state <= "Transition3";
							end
							"ResetOff" : begin
								temp_res <= 1'b1;
								after_state <= "ChargePump1";
								current_state <= "Transition3";
							end
							"ChargePump1" : begin
								temp_spi_data <= 8'h8D;  
								after_state <= "ChargePump2";
								current_state <= "Transition1";
							end
							"ChargePump2" : begin
								temp_spi_data <= 8'h14;  
								after_state <= "PreCharge1";
								current_state <= "Transition1";
							end
							"PreCharge1" : begin
								temp_spi_data <= 8'hD9;  
								after_state <= "PreCharge2";
								current_state <= "Transition1";
							end
							"PreCharge2" : begin
								temp_spi_data <= 8'hF1;  
								after_state <= "VbatOn";
								current_state <= "Transition1";
							end
							"VbatOn" : begin
								temp_vbat <= 1'b0;
								current_state <= "Wait3";
							end
							"Wait3" : begin
								after_state <= "DispContrast1";
								current_state <= "Transition3";
							end
							"DispContrast1" : begin
								temp_spi_data <= 8'h81;  
								after_state <= "DispContrast2";
								current_state <= "Transition1";
							end
							"DispContrast2" : begin
								temp_spi_data <= 8'h0F;  
								after_state <= "InvertDisp1";
								current_state <= "Transition1";
							end
							"InvertDisp1" : begin
								temp_spi_data <= 8'hA1;  
								after_state <= "InvertDisp2";
								current_state <= "Transition1";
							end
							"InvertDisp2" : begin
								temp_spi_data <= 8'hC8;  
								after_state <= "ComConfig1";
								current_state <= "Transition1";
							end
							"ComConfig1" : begin
								temp_spi_data <= 8'hDA;  
								after_state <= "ComConfig2";
								current_state <= "Transition1";
							end
							"ComConfig2" : begin
								temp_spi_data <= 8'h20;  
								after_state <= "DispOn";
								current_state <= "Transition1";
							end
							"DispOn" : begin
								temp_spi_data <= 8'hAF;  
								after_state <= "Done";
								current_state <= "Transition1";
							end
							"FullDisp" : begin
								temp_spi_data <= 8'hA5;  
								after_state <= "Done";
								current_state <= "Transition1";
							end
							"FullDispOff": begin
								temp_spi_data<=8'hA4;
								after_state<="Done";
								current_state<="Transition1";
							end
							"Done" : begin
								if(EN == 1'b0) begin
									temp_fin <= 1'b0;
									current_state <= "Idle";
								end
								else begin
									temp_fin <= 1'b1;
								end
							end
							"Transition1" : begin
								temp_spi_en <= 1'b1;
								current_state <= "Transition2";
							end
							"Transition2" : begin
								if(temp_spi_fin == 1'b1) begin
									current_state <= "Transition5";
								end
							end
							"Transition3" : begin
								temp_delay_en <= 1'b1;
								current_state <= "Transition4";
							end
							"Transition4" : begin
								if(temp_delay_fin == 1'b1) begin
									current_state <= "Transition5";
								end
							end
							"Transition5" : begin
								temp_spi_en <= 1'b0;
								temp_delay_en <= 1'b0;
								current_state <= after_state;
							end
							default : current_state <= "Idle";
					endcase
			end
	end
endmodule
module SpiCtrl(
    CLK,
    RST,
    SPI_EN,
    SPI_DATA,
    CS,
    SDO,
    SCLK,
    SPI_FIN
    );
    input CLK;
    input RST;
    input SPI_EN;
    input [7:0] SPI_DATA;
    output CS;
    output SDO;
    output SCLK;
    output SPI_FIN;
	wire CS, SDO, SCLK, SPI_FIN;
	reg [39:0] current_state = "Idle";		 
	reg [7:0] shift_register = 8'h00;		 
	reg [3:0] shift_counter = 4'h0;			 
	wire clk_divided;						 
	reg [2:0] counter = 3'b000;				 
	reg temp_sdo = 1'b1;							 
	reg falling = 1'b0;							 
	assign clk_divided = ~counter[2]; 
	assign SCLK = clk_divided;
	assign SDO = temp_sdo;
	assign CS = (current_state == "Idle" && SPI_EN == 1'b0) ? 1'b1 : 1'b0;
	assign SPI_FIN = (current_state == "Done") ? 1'b1 : 1'b0;
	always @(posedge CLK) begin
			if(!RST) begin							 
				current_state <= "Idle";
			end
			else begin
				case(current_state)
					"Idle" : begin
						if(SPI_EN == 1'b1) begin
							current_state <= "Send";
						end
					end
					"Send" : begin
						if(shift_counter == 4'h8 && falling == 1'b0) begin
							current_state <= "Hold1";
						end
					end
					"Hold1" : begin
						current_state <= "Hold2";
					end
					"Hold2" : begin
						current_state <= "Hold3";
					end
					"Hold3" : begin
						current_state <= "Hold4";
					end
					"Hold4" : begin
						current_state <= "Done";
					end
					"Done" : begin
						if(SPI_EN == 1'b0) begin
							current_state <= "Idle";
						end
					end
					default : current_state <= "Idle";
				endcase
			end
	end
	always @(posedge CLK) begin
			if(current_state == "Send") begin
				counter <= counter + 1'b1;
			end
			else begin
				counter <= 3'b000;
			end
	end
	always @(posedge CLK) begin
			if(current_state == "Idle") begin
					shift_counter <= 4'h0;
					shift_register <= SPI_DATA;
					temp_sdo <= 1'b1;
			end
			else if(current_state == "Send") begin
					if(clk_divided == 1'b0 && falling == 1'b0) begin 
							falling <= 1'b1;
							temp_sdo <= shift_register[7];
							shift_register <= {shift_register[6:0],1'b0};
							shift_counter <= shift_counter + 1'b1;
					end
					else if(clk_divided == 1'b1) begin
						falling <= 1'b0;
					end
			end
	end
endmodule
File: ./run.sh
#!/bin/bash
# OpenROAD 26Q1-2900-gdf79404cd8, Yosys 0.63+post, stock flow scripts
make -C /OpenROAD-flow-scripts/flow DESIGN_CONFIG=/design/flow/config.mk WORK_HOME=/design/flow/orfs finish
==> results.tsv <==
stage	metric	value	unit
detailed_routing	Total Wirelength	28.4	mm
synth	xor+xnor area frac	2.57	%
synth	post-synth top area cell	dfxtp_1	
synth	Synth Instances	965	
clocking	H-tree Lvls	4	
placed_design	DP Cell Count	1341	
clocking	post-CTS sizing	0	
placed_design	DP Wirelength	21.6	mm
outcome	outcome	did not finish	
floorplan	Site Rows	63	
synth	most frequent cells after synthesis	dfxtp_1 (119), nand2_1 (109), edfxtp_1 (77)	
synth	Yosys chip area	0.00921	sq mm
placed_design	PortBufs	8	
floorplan	Init Core Util	30.8	%
floorplan	Die Y-Extent	177	microns
synth	Cell Type Count	64	
synth	Post-synth regs	196	
synth	most used flip-flop cell	dfxtp_1	
synth	top cell type's share of synthesized area	25.9	%
synth	Main logic family	simple AND/OR/NAND/NOR gates	
synth	yosys warns	3	
detailed_routing	TritonRoute pass-1 iters	5	
detailed_routing	Highest Signal Layer	met4	
synth	synthesized-area fraction occupied by adder cells	0.815	%
floorplan	Die X	177	microns
outcome	Error	[ERROR PSM-0069] Check connectivity failed on VDD.	
synth	Compound Share, Synth	6.38	%
synth	most frequent cell after synthesis	dfxtp_1	
placed_design	Routability Congestion	1.01	
synth	area fraction in mux cells	1.29	%
synth	Synth area leaders	dfxtp_1 (26%), edfxtp_1 (25%), nand2_1 (4.4%)	
detailed_routing	Vias	7634	
global_routing	largest net degree at the start of global routing	58	
global_routing	vias in the first global route	7242	
clocking	setup bufs post-CTS	0	
synth	Simple Share, Synth	34.8	%
synth	synthesized area per cell	9.55	sq um
outcome	Stop stage	final report	
global_routing	first-pass GRT wire length	43.2	mm
clocking	CTS buffer count	17	
synth	# Cells Yosys	965	
clocking	deepest clock path buffer count	2	
detailed_routing	antenna-violating nets left	0	
clocking	number of hold buffers added after CTS	0	
floorplan	io pins	10	
detailed_routing	Routed met1 length	12.8	mm
global_routing	initial antenna violation count	0	
clocking	Root Driver	clkbuf_16	
clocking	CTS Sinks	196	
detailed_routing	routed length on met3	2.12	mm
global_routing	grt total ovfl	0	
detailed_routing	DRT iter0 DRCs	873	
synth	share of flip-flops with an asynchronous set or reset	0	%
global_routing	GR Util All Layers	18.9	%
synth	Post-synth EDFFs	77	
synth	Post-synth seq share	51.0	%
synth	area of the mapped netlist	0.00921	sq mm
detailed_routing	routed wl met2	12.5	mm
## through the flow
step	util (%)	setup WS (ns)	area, sq um	total power (W)
global route	34.4	6.29	10300	0.00177
CTS	34.4	6.41	10300	0.00170
detailed placement	32.5	6.43	9750	0.00112
global placement	32.5	6.49	9750	0.00112
floorplan	-	6.50	9220	0.00104
## per-layer routing
layer | GRT usage, % | up-vias
li1 | - | 3577
met1 | 28.3 | 3638
met2 | 28.2 | 353
met3 | 3.79 | 66
met4 | 5.66 | 0
met5 | 0 | -
## cell families after synthesis
kind of cell,after synthesis
AND-OR/OR-AND,94
AND/OR/NAND/NOR,557
multiplexers,11
buffers and inverters,73
adder cells (fa/ha/maj),6
flip-flops,196
other,1
XOR/XNOR,27
Power is estimated from default activity; no workload was simulated.
