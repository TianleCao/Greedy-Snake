==> flow/design.v <==
module CountDisplay(
	input clk,
	input [12:0] Count,
	output reg[7:0] out0,
	output reg[7:0] out1,
	output reg[7:0] out2,
	output reg[7:0] out3
);
reg [15:0] cnt;
always@(posedge clk)
begin
	cnt<=cnt+1'b1;
end
wire clk_new;
assign clk_new=cnt[15];
reg [1:0] state;
function reg [7:0] Translate;
	input [3:0] num;
	begin
		case(num)
		4'h0:Translate=8'b11000000;
		4'h1:Translate=8'b11111001;
		4'h2:Translate=8'b10100100;
		4'h3:Translate=8'b10110000;
		4'h4:Translate=8'b10011001;
		4'h5:Translate=8'b10010010;
		4'h6:Translate=8'b10000010;
		4'h7:Translate=8'b11111000;
		4'h8:Translate=8'b10000000;
		4'h9:Translate=8'b10010000;
		4'hA:Translate=8'b10001000;
		4'hB:Translate=8'b10000011;
		4'hC:Translate=8'b11000110;
		4'hD:Translate=8'b10100001;
		4'hE:Translate=8'b10000110;
		4'hF:Translate=8'b11111111;
		endcase
	end
endfunction
always@(posedge clk_new)
begin
		out0<=Translate(Count%10);
		out1<=Translate((Count/10)%10);
		out2<=Translate((Count/100)%10);
		out3<=Translate(Count/1000);
end
endmodule
==> flow/run.sh <==
#!/bin/bash
# OpenROAD 26Q1-2900-gdf79404cd8, Yosys 0.63+post, stock flow scripts
make -C /OpenROAD-flow-scripts/flow DESIGN_CONFIG=/design/flow/config.mk WORK_HOME=/design/flow/orfs finish
==> flow/config.mk <==
export PLATFORM = sky130hd
export DESIGN_NAME = CountDisplay
export DESIGN_NICKNAME = CountDisplay
export VERILOG_FILES = /design/flow/design.v
export SDC_FILE = /design/flow/constraint.sdc
export NUM_CORES = 4
export LEC_CHECK = 1
export CORE_UTILIZATION = 40
==> flow/constraint.sdc <==
current_design CountDisplay

set clk_period 3.2
set clk_io_pct 0.2

create_clock -name clk0 -period $clk_period [get_ports {clk}]

set non_clock_inputs [all_inputs -no_clocks]
set_input_delay [expr $clk_period * $clk_io_pct] -clock clk0 $non_clock_inputs
set_output_delay [expr $clk_period * $clk_io_pct] -clock clk0 [all_outputs]
==> git commit body <==
Add synthesis and place-and-route results

* Top-level port count: 46
* Inserted Diodes: 0
- Post-cts hold buffer count: 0
* Data required time at the worst endpoint: 3.33 ns
- In this run the post-CTS setup repair buffer count came out at 0.
- By instance count after routing, the leading logic cell type is nor2_1.
- In this run the tools logged warnings totalling roughly 50.
- The wire length recorded after detailed routing is 23920 µm.
- First-pass detailed-route iteration total: 18
- Area of the mapped netlist: 9052 µm²
* Final period utilization: 50.57%
* Library cell with the largest summed area after synthesis: dfxtp_1
* Detail Placement HPWL: 18080 µm
- The first global-routing pass estimated 41290 µm of wire.
* TritonCTS clock tree: built
* H-tree depth reported by CTS: 1
- Setup slack on the critical path of the routed design comes to around 1.6 ns.
- The commonest register cell is dfxtp_1.
- Fin Setup TNS: 0 ns
* Power density over the cells: between 500 and 600 nW/µm²
- Type of the worst setup path: flip-flop to flip-flop
- Post-route ant nets: 0
* Type of origin of the critical path: flip-flop
- Setup slack of the worst register-to-register path: 1.58 ns
- Per the timing report, the most critical flop-to-flop path originates at cnt[2].
- Count of unclocked register or latch pins: 28
- Clock latency on the worst-skew pair: 0.24 ns
- In this run the cell area measured after placement is 9595 µm².
- Clock-pin slew was measured on the worst setup and hold paths at 0.05 ns.
- Drt initial violations: 553
* Leakage component of the power: 3.629 nW
- Setup WS pre-CTS: 1.604 ns
- Die width: 152.4 µm
* Setup repair after global routing missed its margin: false
- Die height: 152.4 µm
- Core Density at Floorplan: 41.10%
- By instance count after routing, the leading logic cell types are nor2_1, nand2_1, o21ai_0, a21oi_1, nand3_1.
* Number of antenna violations at the first check in global routing: 0
* Max-Slew Margin vs Limit: 39.98%
* Crit path arrival time: 1.75 ns
- The layout summary lists the proportion of cells stronger than drive strength 1 as 9.273%.
* Achievable Freq: 0.6180 GHz
- Relative area change from synthesis to final layout: 6.980%
- Slew at the pin closest to its max-slew limit: 0.8970 ns
- The launch point of the critical path was reported as cnt[2].
- VDD IR max: around 0.56 mV
- The report lists the number of cells resized after CTS as 0.
- MaxCap Viol Count: 0
- For reference, the final report shows the hold violation count at 0.
* Post-route DRC: 0
- Detail-routed via count per cell: 6.142
- The main area contributors are dfxtp_1, ha_1, o21ai_0, nor2_1, nand2_1.
- Yosys reports that the leading cell type by area covers approximately a tenth of the netlist area.
- Number of different library cells in the post-synthesis netlist: 122
* Hold/Removal Path Class: flip-flop to flip-flop
- Pins over their slew limit in the final report were tallied at 0.
* Root Buffer: clkbuf_16
* Hold Path Depth: 1
* Core box area: between 20000 and 25000 µm²
* Tally of filler cells in the layout: 2229
- Total of flip-flops plus latches after synthesis: 44
- Synthesis warning total: 1
- Maximum number of pins on one net before global-route repair: 34
- For reference, the post-synthesis area per instance comes to 7.190 µm².
* Number of cell rows: 54
- STA classifies the critical path endpoint as a flip-flop.
- The number of global-route vias before repair is 8549.
- The synthesized netlist was found by Yosys to have between 1000 and 1500 cells.
- The number of clock buffers added by TritonCTS is 3.
* Final setup violating endpoints: 0
- In this run the tool buffered the top-level ports with slightly above 40 buffer cells.
- The worst hold path begins at cnt[0].
- Total GRT Usage: 20.80%
* Number of synthesized flops with an enable pin: 0
* Post-route cell area: 9684 µm²
- Counting flops with an async set or reset pin after synthesis yields a share of 0%.
- Reg-to-reg endpoint: cnt[15]
* Count of cells along the worst register-to-register path: 6
- Outcome: complete, no violations
* Number of unconstrained endpoints: 56
* Worst Hold Endpoint: cnt[0]
* Largest clock skew in the final design: ~0.0011 ns
* Wire length per cell: approximately 16 µm
- Number of buffers on the longest clock path: 2
* Routability congestion estimate: 0.9296
- Post-synthesis, Yosys gives the total cell area as 9052 µm².
- Of the synthesized area, sequential elements account for 9.730%.
* Die area: 23240 µm²
- Recorded from the global router log, the overflow total was 0.
- Total vias in the final route: 9404
- For the finished layout, the period the worst path requires is 1.618 ns.
- In this run the worst path has a maximum fanout of 4.
- Synthesized instance count: approximately 1300
==> metal layers <==
layer	share of wire, %	track usage, %	vias to the layer above
met5	0	0	-
met4	1.4	3.608	0
met3	3.9	1.188	26
met2	46	34.85	222
met1	48	30.07	4374
li1	-	-	4782
==> state kept, by name (all words and copies together) (netlist names) <==
signal	count
out3	7
out2	7
out1	7
out0	7
cnt	16
==> through the flow <==
step / util [%] / instances / total power [mW] / hold WS, ns
floorplan: - / 1262 / 4.291 / 0.3949
global placement: 43.56 / 1527 / 5.039 / 0.4182
detailed placement: 43.56 / 1527 / 5.062 / 0.4144
CTS: 43.97 / 1531 / 5.346 / 0.4305
global route: 43.97 / 1531 / 5.946 / 0.4407
finish: 43.97 / 1531 / 5.344 / 0.4282
==> worst max-delay path, stage by stage (launching register included) <==
cell     delay (ns)
dfxtp_1        0.38
and3_1         0.22
and3_1         0.21
nand3_1        0.16
nor2b_1        0.26
nand4_1        0.14
xnor2_1        0.14
==> worst max path at each step <==
stage | end | slack, ns | cells after the start
4_1_cts | cnt[15] | 1.58 | 6
5_1_grt | cnt[15] | 1.46 | 6
6_report | cnt[15] | 1.58 | 6
==> final cells by class <==
type	count	area, µm²	area share, %
multi-input cells	1094	7607	78.55
flip-flops and latches	44	880.8	9.096
repair buffers	64	583.1	6.021
well taps	280	350.3	3.618
inverters	45	173.9	1.796
clock buffers	4	88.84	0.9173
==> cells by family after synthesis <==
kind of cell / after synthesis / share of synthesized area, %
adder cells (fa/ha/maj): 53 / 7.035
XOR/XNOR: 62 / 6.455
multiplexers: 52 / 6.579
AND/OR/NAND/NOR: 458 / 26.05
flip-flops: 44 / 9.730
other: 1 / 0.04143
AND-OR/OR-AND: 465 / 37.64
buffers and inverters: 124 / 6.468
==> synth_stat cells, drive strengths merged (18+ instances only) <==
master and n:
o21ai 100, ha 42, nor2 111, inv 43
xnor2 49, a21o 18, nor3 37, clkbuf 40
nand2 112, nand3 54, a211oi 24, a31oi 31
o22ai 22, a21oi 83, mux2i 34, dfxtp 44
buf 39
==> power by group <==
part           total (mW)  leakage [nW]  switching [mW]  internal (mW)
sequential          0.244         0.363               0          0.244
clock               0.261        0.0442          0.0713          0.189
combinational        4.84          3.22            2.83           2.01
Power and IR drop assume default switching activity.
